==> flow/design.v <==
`timescale 1ns / 1ps
module vga(clk, hs, vs, r, g, b, rb, gb, bb);
input clk, rb, gb, bb;
output reg hs, vs, r, g, b;
integer hp = 10'd0;
integer vp = 10'd0;
reg c = 1'b0;
always @(posedge clk) begin
		c <= !c;
end
always @(posedge c)
begin
		if (vp == 527) begin
			vp = 0;
		end
		else begin
			if (hp == 808) begin
				hp = 0;
				vp = vp + 1;
			end
			else begin
				hp = hp +1; 
			end
		end
		if (hp> 664 && hp< 760) 
		begin
			hs=1'b0;
		end
		else begin
			hs=1'b1;
		end
		if (vp> 482 && vp< 484)
		begin
			vs = 1'b0;
		end
		else begin
			vs = 1'b1;
		end
		if ( hp > 0 && hp < 600 && vp > 0 && vp < 400 )
		begin
			if (rb) begin
				r =1'b1; 
				g =1'b0;
				b =1'b0;
			end
			else if (gb) begin
				r =1'b0; 
				g =1'b1;
				b =1'b0;
			end
			else if (bb) begin
				r =1'b0; 
				g =1'b0;
				b =1'b1;
			end
			else begin
				r =1'b0; 
				g =1'b0;
				b =1'b0;
			end
		end
		else
 		begin
			r =1'b0; 
			g =1'b0;
			b =1'b0;
		end
	end
endmodule
==> flow/run.sh <==
#!/bin/bash
# OpenROAD 26Q1-2900-gdf79404cd8, Yosys 0.63+post, stock flow scripts
make -C /OpenROAD-flow-scripts/flow DESIGN_CONFIG=/design/flow/config.mk WORK_HOME=/design/flow/orfs finish
==> flow/config.mk <==
export PLATFORM = sky130hd
export DESIGN_NAME = vga
export DESIGN_NICKNAME = vga
export VERILOG_FILES = /design/flow/design.v
export SDC_FILE = /design/flow/constraint.sdc
export NUM_CORES = 4
export LEC_CHECK = 1
export CORE_UTILIZATION = 30
==> flow/constraint.sdc <==
current_design vga

set clk_period 2.2
set clk_io_pct 0.2

create_clock -name clk0 -period $clk_period [get_ports {clk}]

set non_clock_inputs [all_inputs -no_clocks]
set_input_delay [expr $clk_period * $clk_io_pct] -clock clk0 $non_clock_inputs
set_output_delay [expr $clk_period * $clk_io_pct] -clock clk0 [all_outputs]
==> flow_summary.toml <==
# generated from flow reports
[place]
place_congestion = 0.930
pre_cts_ws_ps = 1750
dp_hpwl_um = 8540
port_buffers = 8
placed_cell_area_um2 = 4560

[final_timing]
post-route-worst-setup-slack_ps = 1750
unclocked_regs = 69
worst-slew-pin-transition_ps = 816
slew_headroom = 0.453
skew_ps = 0
rsz0062_at_grt = "false"
drv_slew = 0
setup_viol = 0
finalSetupTns_ps = 0
period_minus_slack_ps = 449
hold_viol = 0
min_period_over_period = 0.204
fmax_mhz = 2230
whs_ps = 368
untimed_endpoints = 74

[worst_setup_path]
critPathSlowestCell = "dfxtp_2"
cp_max_fo = 2
cp_slowest_stage_delay_ps = 300
reg2reg_from = "c"
start_kind = "register"
cpLargestDelayFamily = "flip-flops"
cp.required_ps = 2090
cp.buffers_inverters = 1
cp.arrival_ps = 340
end_kind = "register"
crit_type = "reg -> reg"
startpoint = "c"
crit_chain = "inv_1"

[logic_synthesis]
ys_async_sr_fraction = 0
seq_area_frac_synth = 0.317
numSynthFlops = 70
ys_types = 57
synth_area_leader_cell = "dfxtp_1"
ff_type = "dfxtp_1"
syn_area_per_cell_um2 = 8.09
synth_area_um2 = 4420
yosysChipArea_um2 = 4420
yosys-stat-cells = 546
topCellsByArea = "dfxtp_1, xnor2_1, xor2_1"
syn_inst = 546
yosysTopAreaCellShare = 0.317
yosysWarnings = 1
edf_count = 0

[grt]
grt_antenna_before_repair = 0
grt_pass1_vias = 3684
grt_pass1_wl_um = 19000
track_usage = 0.159
grt_max_degree = 70
overflow = 0

[detailed_routing]
drcViolationCount = 0
antennaDiodeCount = 0
drt.antenna.violating_nets = 0
drtIter0Drc = 283
vias_per_cell = 5.75
wl_um = 11300
first_pass_iters = 7
wl_per_cell_um = 16.2
vias = 4009

[worst_hold_path]
hold_start = "c"
min_path_type = "reg -> reg"

[floorplanning]
die_x_um = 123
fp.coreArea_um2 = 14100
die_y_um = 123
ios = 9
die_area_um2 = 15200
fp-utilization = 0.313
rows = 43

[clock_tree]
clk_latency_ps = 0
cts_resized = 0
ctsHoldBuffers = 0
post_cts_buffers = 0
cts.clk_slew.worst_paths_ps = 0

[final_layout]
stdcell_area_um2 = 4560
lay_top_count = "dfxtp_1"
area_growth_pct = 3.20
lay_top_cells = "dfxtp_1, nand2_1, nor4_1"
drive_above_1_share = 0.0406

[pwr]
power_density_nw_per_um2 = 6.11
power.total_uw = 27.8
leakage_nw = 1.58
vdd_drop_max_v = 0.0000221

[job]
log.warning_count = 29
cap_violations = 0

[status]
status = "finished, final reports clean"
## state kept, by name (all words and copies together), names as in the netlist
name,cells
hp,32
vp,32
b,1
c,1
g,1
hs,1
r,1
vs,1
## cells by family (layout without fill, tap and decap cells)
kind of cell,count (synthesis),count (layout),share of synthesized area
muxes,6,6,0.0145
AOI/OAI and AO/OA,77,77,0.122
buffers and inverters,51,22,0.0521
adders and majority gates,3,3,0.00850
xor gates and xnor gates,59,59,0.117
and+or+nand+nor,280,280,0.369
DFF,70,70,0.317
## per-stage QoR
stage           util  cells
6_report       0.323    697
5_1_grt        0.323    697
4_1_cts        0.323    697
3_5_place_dp   0.323    697
3_3_place_gp   0.323    697
2_1_floorplan      -    546
## final cells by class
type                    count  area [um^2]
multi-input cells         425         2790
well taps                 180          225
fillers                  1464         9540
repair buffers             10         95.1
inverters                  12         45.0
flip-flops and latches     70         1400
## cells in the mapped netlist (all sizes together), types with 6 or more instances
cell type,instances
nor3,26
and2,8
xor2,27
a211o,6
o21ai,20
and4,14
or4,9
nor4b,8
xnor2,32
clkbuf,24
nor4,38
nand4,30
nand3,29
nand2,53
a21oi,10
buf,15
inv,12
and3,17
nor2,33
dfxtp,70
## path summary, 6_finish.rpt
kind | endpoint | slack [ps] | cells after the start
max | c | 1750 | 1
min reg2reg | c | 370 | 1
max reg2reg | c | 1750 | 1
min | c | 370 | 1
## layer usage
metal / wire, um / vias to the layer above / global-route usage
li1: - / 1977 / -
met1: 5530 / 1905 / 0.246
met2: 5210 / 109 / 0.256
met3: 365 / 18 / 0.00565
met4: 164 / 0 / 0.0181
met5: 0 / - / 0
## where the power goes
group | switching [mW] | total, mW | internal (mW)
Clock | 0 | 0 | 0
Combinational | 0.00285 | 0.00904 | 0.00619
Sequential | 0 | 0.0188 | 0.0188
Power is estimated from default activity; no workload was simulated.
