### flow/config.mk
export PLATFORM = sky130hd
export DESIGN_NAME = display
export DESIGN_NICKNAME = display
export VERILOG_FILES = /design/flow/design.v
export SDC_FILE = /design/flow/constraint.sdc
export NUM_CORES = 4
export LEC_CHECK = 1
export CORE_UTILIZATION = 30
### flow/constraint.sdc
current_design display

set clk_period 6.4
set clk_io_pct 0.2

create_clock -name clk0 -period $clk_period [get_ports {clk}]

set non_clock_inputs [all_inputs -no_clocks]
set_input_delay [expr $clk_period * $clk_io_pct] -clock clk0 $non_clock_inputs
set_output_delay [expr $clk_period * $clk_io_pct] -clock clk0 [all_outputs]
### flow/design.v
`timescale 1ns / 1ps
module display(number, clk, sf_e, e, rs, rw, d, c, b, a);
input clk;
input [3:0] number;
output reg sf_e; 
output reg e; 
output reg rs;
output reg rw;
output reg d;	
output reg c;	
output reg b;	
output reg a;	
reg [26:0] count = 0;	
reg [5:0] code;	
reg refresh;	
always @ (posedge clk) begin
count <= count + 1;
case (count [26:21])	
0: code <= 6'h03;	
1: code <= 6'h03;	
2: code <= 6'h03;	
3: code <= 6'h02;	
4: code <= 6'h02; 
5: code <= 6'h08; 
6: code <= 6'h00; 
7: code <= 6'h06; 
8: code <= 6'h00; 
9: code <= 6'h0C; 
10: code <= 6'h00;
11: code <= 6'h01;
12:	
   code<=6'h23;
13:
	case (number[3:0])
		0: code<=6'h20;
		1: code<=6'h21;
		2: code<=6'h22;
		3: code<=6'h23;
		4: code<=6'h24;
		5: code<=6'h25;
		6: code<=6'h26;
		7: code<=6'h27;
		8: code<=6'h28;
		9: code<=6'h29;
	endcase
default: code <= 6'h10;  
endcase 
refresh <= count[ 20 ];  
sf_e <= 1; e <= refresh; 
rs <= code[5]; rw <= code[4]; 
d <= code[3]; c <= code[2]; 
b <= code[1]; a <= code[0]; 
end 
endmodule
### flow/run.sh
#!/bin/bash
# OpenROAD 26Q1-2900-gdf79404cd8, Yosys 0.63+post, stock flow scripts
make -C /OpenROAD-flow-scripts/flow DESIGN_CONFIG=/design/flow/config.mk WORK_HOME=/design/flow/orfs finish
==> ci_impl_report.md <==
## Implementation flow summary

| Metric | Value |
|---|---|
| Dominant logic cell types in the final layout | 35 x dfxtp_1, 19 x xnor2_1, 11 x nand2_1, 11 x nand3_1, 11 x clkdlybuf4s50_1 |
| Layout Cells excl Fill | 232 |
| R2R Setup Slk | 4.72 ns |
| Mapped Area | 1610 sq um |
| Floorplan core density | 31.4% |
| GPL Wtd Cong | 0.812 |
| Final cycle utilization of the critical path | 38.5% |
| MI comb area | 662 sq um |
| Clock Root Buffer | clkbuf_8 |
| Clk latency of the worst-skew pair | 0.29 ns |
| Final min period | 2.47 ns |
| Largest register FFs | 27 |
| Design Area, Final | 1860 sq um |
| Final setup viols | 0 |
| Antenna diodes | 0 |
| Final wirelength | 2.15 mm |
| PortBufs | 11 |
| Initial antenna violation count | 0 |
| Most flops, register | count |
| Critical Path AT | 2.46 ns |
| Via count | 998 |
| FF+latch area | 881 sq um |
| Initial DRC Count | 44 |
| Hpwl dp | 1.52 mm |
| EDFF count, synth | 6 |
| Max VDD drop | 0.0000798 V |
| H-tree levels | 2 |
| Num rows | 26 |
| RSZ-0062 raised after global routing | false |
| Post-cts resize count | 0 |
| Yosys warning tally | 1 |
| Seq pwr share | 58.4% |
| Overflow after GRT | 0 |
| TritonCTS clock tree | yes |
| Internal Power | 373 uW |
| WHS | 0.329 ns |
| Die X | 75.4 microns |
| Clock power share | 39.6% |
| Main flop type | dfxtp_1 |
| Clock sink count | 41 |
| Pre-antenna DRT Iters | 4 |
| Fillcell total | 518 |
| Biggest regs | count (27), code (6) |
| Sw frac | 18.5% |
| Global-route wire length before repair | 3.75 mm |
| Synth-to-layout area growth | 15.3% |
| Wire length per cell | 9.27 microns |
| Yosys cell types | 33 |
| Layout cells sized above 1 | 11.1% |
| Max cap viols | 0 |
| Clk slew on worst S/H paths | 0.07 ns |
| Yosys chip area | 1610 sq um |
| Flops after synth | 41 |
| Largest net degree at the start of global routing | 14 |
| CP max FO | 6 |
| Static Leakage | 0.616 nW |
| DR vias/cell | 4.30 |
| Post-route ant nets | 0 |
| Status | finished, final reports clean |
| Hold Path Class | reg -> reg |
| Worst Setup Path Type | in -> reg |
| Post-CTS Hold Fix Bufs | 0 |
| Most frequent logic cell in the layout | dfxtp_1 |
| Core area | 5140 sq um |
| Yosys Instances | 148 |
| Setup tns final | 0 ns |
| P_sw | 84.7 uW |
| OpenROAD warnings | 25 |
| Synthesized area per cell | 10.9 sq um |
| Crit path launch type | input port |
| FMAX | 406 MHz |
| Synth Seq Share | 54.6% |
| Worst Clk Skew | 0.00788 ns |
| Final Hold Fails | 0 |
| DRC | 0 |
| Inst Count DP | 224 |
| Clock buffer depth | 2 |
| Required time worst endpoint | 6.40 ns |
| Die Ht | 75.4 microns |
| Die area | 5680 sq um |
| Vias in the first global route | 869 |
| Slew Limit Fails | 0 |
| CTS buffer count | 5 |
| P per Cell Area | 246 nW/um^2 |
| Boundary Pins | 13 |
| Combinational share of power | 2.0% |
| Ys async rst share | 0% |
| Mapped Cells | 148 |
| GRT Total Usage | 8.59% |
| Area post-placement | 1760 sq um |
| Post-CTS Setup Bufs | 0 |
| CP Capture Type | register |
-- power groups by stage --
stage | clock [mW] | combinational [mW] | sequential [mW]
after CTS | 0.189 | 0.00911 | 0.267
final | 0.181 | 0.00899 | 0.267
after global routing | 0.199 | 0.0104 | 0.268
-- cell usage after synthesis (all sizes together), types with 2 or more instances --
master	count	area share [%]
edfxtp	6	11
a21oi	3	0.93
nor2	10	2.5
a31oi	2	0.78
nor3	4	1.9
nand2	12	2.9
nor4	4	3.4
xor2	6	3.3
xnor2	19	10
nand4	8	3.5
dfxtp	35	43
buf	5	3.3
inv	5	1.2
nand3	13	4.7
and3	3	1.2
o21ai	4	1.2
-- worst max-delay path, stage by stage --
cell and delay, ns:
clkdlybuf4s50_1 0.50, o21ai_0 0.12, or4_1 0.56
-- metrics by stage --
step	setup WS [ns]	util [%]	power, mW
after detailed placement	3.63	34.2	0.282
after floorplan	4.23	-	0.274
final	3.93	36.2	0.458
after CTS	3.94	36.2	0.466
after global placement	3.66	34.2	0.282
after global routing	3.86	36.2	0.478
-- layer usage --
layer	track usage, %	vias up	wire (microns)	share of wire [%]
li1	-	537	-	-
met1	12.4	440	1090	51
met2	13.0	15	918	43
met3	2.68	6	82	3.8
met4	1.85	0	60	2.8
met5	0	-	0	0
-- layout make-up --
| class | instances | area share, % |
|---|---|---|
| Inverter | 5 | 1.01 |
| Timing Repair Buffer | 11 | 5.91 |
| Clock inverter | 1 | 0.269 |
| Sequential cell | 41 | 47.3 |
| Clock buffer | 7 | 5.24 |
| Tap cell | 70 | 4.70 |
| Multi-Input combinational cell | 97 | 35.6 |
-- path summary, 6_finish.rpt --
path / startpoint / end / cells past startpoint
hold reg to reg: refresh / e / 0
hold / removal: refresh / e / 0
setup reg to reg: count[23] / code[1] / 2
setup / recovery: number[3] / code[1] / 3
-- cells by family after synthesis --
| logic type | after synthesis | synth area share, % |
|---|---|---|
| compound gates | 10 | 3.49 |
| xor+xnor | 25 | 13.6 |
| fa+ha+maj | 1 | 0.775 |
| buf+inv | 10 | 4.42 |
| flops | 41 | 54.6 |
| other cells | 1 | 0.232 |
| simple gates | 60 | 22.9 |
Power figures rest on the tool's default switching activity, not on a simulated workload.
