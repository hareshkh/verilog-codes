==> ./design.v <==
`timescale 1ns / 1ps
module sequence_detector(
		input clk,
		input zero,
		input one,
		input reset,
		output unlock
    );
	reg [2:0] state;
	initial state = 3'b000;
	parameter A = 3'b000; 
	parameter B	= 3'b001;
	parameter C	= 3'b010; 
	parameter D	= 3'b011; 
	parameter E	= 3'b100; 
	parameter F	= 3'b101;	
	parameter G = 3'b110;
	assign unlock = (state == G);
	always @(posedge clk)
	begin
		case(state)
		A : if(zero)
				state = B;
		B : if(one)
				state = C;
		C : begin 
				if(one)
					state = D;
				if(zero)
					state = B;
			 end
		D : begin
				if(zero)
					state = E;
				if(one)
					state = A;
			 end
		E : begin
				if(zero)
					state = F;
				if(one)
					state = C;
			 end
		F : begin 
				if(one)
					state = G;
				if(zero)
					state = B;
			 end
		G : state = G;
		default: state = A;
		endcase
		if (reset)
			state = A;
	end
endmodule
`timescale 1ns / 1ps
module main(
	input one,
	input zero, 
	input unlatch,
	input reset,
	input clk,
	output unlock
    );
	reg latch_state;
	initial latch_state = 1'b0;
	wire kl_one = (latch_state) ? 1'b0 : one;
	wire kl_zero = (latch_state) ? 1'b0 : ((one) ? 1'b0 : zero);
	sequence_detector sd(
		.clk(clk),
		.one(kl_one),
		.zero(kl_zero),
		.reset(reset),
		.unlock(unlock)
		);
	always @(posedge clk)
	begin
		if (~latch_state && (one || zero))
			latch_state = 1'b1;
		if (latch_state && unlatch)
			latch_state = 1'b0;
	end
endmodule
==> ./run.sh <==
#!/bin/bash
# OpenROAD 26Q1-2900-gdf79404cd8, Yosys 0.63+post, stock flow scripts
make -C /OpenROAD-flow-scripts/flow DESIGN_CONFIG=/design/flow/config.mk WORK_HOME=/design/flow/orfs finish
==> ./config.mk <==
export PLATFORM = sky130hd
export DESIGN_NAME = main
export DESIGN_NICKNAME = main
export VERILOG_FILES = /design/flow/design.v
export SDC_FILE = /design/flow/constraint.sdc
export NUM_CORES = 4
export LEC_CHECK = 1
export CORE_AREA = 10 10 70 70
export DIE_AREA = 0 0 80 80
==> ./constraint.sdc <==
current_design main

set clk_period 3.5
set clk_io_pct 0.2

create_clock -name clk0 -period $clk_period [get_ports {clk}]

set non_clock_inputs [all_inputs -no_clocks]
set_input_delay [expr $clk_period * $clk_io_pct] -clock clk0 $non_clock_inputs
set_output_delay [expr $clk_period * $clk_io_pct] -clock clk0 [all_outputs]
==> qor.yml <==
status: "complete, no violations"
setup_viol: 0
setup.worst_path.class: "reg2out"
clock_skew_ns: 0.000572
timing_worst_slew_pin_value_ns: 0.367
buffer_ports.inserted: 5
edf_count: 0
synth.cellmix.adderShare: 0
hold_worst_slack_ns: 0.585
tritoncts: "built"
async_reset_ff_frac: 0
synth_xor_xnor_area_share: 0
final-hold-violation-count: 0
fmax_mhz: 472
seq_area_frac_synth: 0.299
placement_rows: 21
grt_remaining_overflow: 0
power.density_cell_area_mw_per_mm2: 324
log.warning_count: 25
num_vias: 236
drt-wirelength-per-cell_microns: 6.93
cap_violations: 0
netlist.area_leader.share: 0.299
synth_area_sq_um: 268
cts_root_buffer: "clkbuf_4"
yosys.stat.chipArea_sq_um: 268
top_cells_by_area: "dfxtp_1 30%, a221oi_2 5.6%, nor2_1 5.6%, nor2b_4 5.1%, nor2b_1 4.7%"
worst_ir_drop_vdd_v: 0.000105
simple_gate_area_frac: 0.355
cts_post_setup_buffers_inserted: 0
grt_max_degree: 11
finalWorstPathRequiredPeriod_ns: 2.12
end_kind: "primary output"
cts_inserted_buffers: 3
fin_tns_setup_ns: 0
die_width_microns: 80
drt_first_iter_violations: 5
static-leakage-power_nw: 0.128
grt_first_pass_wirelength_microns: 1010
grt_setup_unrepaired: "false"
cts_sink_cnt: 4
synth_top_flop_cell: "dfxtp_1"
post_drt_via_cell_ratio: 2.84
worst_setup_hold_path_clk_slew_ns: 0.04
first_global_vias: 232
finalMaxSlewViolations: 0
timing.max_slew.rel_slack: 0.755
routability_congestion: 0.737
period_used_share: 0.605
cp.arrival_ns: 1.42
ys_types: 21
cts.repair.resized: 0
first_pass_iters: 3
yosys-dominant-comb-family: "simple AND/OR/NAND/NOR gates"
yosysCellCount: 30
floorplan.die.height_microns: 80
die-area_sq_mm: 0.00640
core_sq_mm: 0.00342
clk-insertion-delay-late_ns: 0.23
ctsHoldBuffers: 0
detail-route-antenna-nets: 0
cp-start-kind: "flop"
timing.critical_path.fanout_max: 10
wirelength_microns: 575
n_antenna_cell: 0
number_of_antenna_violations_at_the_first_check_in_global_routing: 0
dp_hpwl_microns: 441
clockBufferDepth: 2
drive_above_1_share: 0.189
regToRegSetupSlack_ns: 2.12
ys_warn_count: 2
number_of_flip_flops_and_latches_in_the_synthesized_netlist: 4
ys_sh_aoi: 0.276
synth_top_cell_by_area: "dfxtp_1"
core_util_floorplan: 0.0784
grt.total_usage: 0.0190
clock_tree.htree_level_count: 1
detail_route.drc_violations: 0
area.growth.synth_to_final_pct: 44.4
num_io_pins: 6
timing.critical_path.required_ns: 2.80
worst_hold_path_type: "reg2reg"
avgSynthCellArea_sq_um: 8.93
post_synth_inst_count: 30
synth.area.mux_share: 0
-- kinds of logic (layout without fill, tap and decap cells) --
family / Yosys count / in the layout
buffers and inverters: 3 / 10
AOI/OAI and AO/OA: 9 / 9
and+or+nand+nor: 14 / 14
DFF: 4 / 4
-- layer usage --
metal,part of all wire,vias up,global-route usage,routed length [microns]
met5,0,-,0,0
met4,0.023,0,0.00704,13
met3,0.085,2,0.0125,49
met2,0.39,8,0.0217,222
met1,0.50,101,0.0266,290
li1,-,125,-,-
-- cell usage after synthesis, types with 2 or more instances --
master,n
o22ai_1,2
nor2_1,4
inv_1,2
nor2b_1,2
dfxtp_1,4
-- where the power goes --
group           total, W  switching (W)  leakage (nW)  internal, W
clock          0.0000568      0.0000185        0.0138    0.0000383
combinational  0.0000173     0.00000653        0.0813    0.0000108
sequential     0.0000513     0.00000348        0.0328    0.0000478
-- stage by stage --
stage / cell area, sq um / util / instances / total power [W] / setup WS (ns)
floorplan: 268 / - / 30 / 0.0000616 / 1.95
global placement: 364 / 0.107 / 80 / 0.0000691 / 1.33
detailed placement: 364 / 0.107 / 80 / 0.0000692 / 1.31
CTS: 387 / 0.113 / 83 / 0.000129 / 1.36
global route: 387 / 0.113 / 83 / 0.000132 / 1.29
finish: 387 / 0.113 / 83 / 0.000125 / 1.38
-- cell type report --
class	count	area, sq um
tap	46	57.6
multi-input combinational	23	169
fill	401	3030
timing repair buffer	5	50.0
clock buffer	3	22.5
sequential	4	80.1
inverter	2	7.51
-- registers in the layout (all words and copies together) (netlist names) --
signal / count
sd.state: 3
latch_state: 1
-- worst paths after layout --
check	startpoint	end	depth (start not counted)
setup reg to reg	sd.state[1]	sd.state[0]	3
hold / removal	sd.state[2]	sd.state[0]	1
hold reg to reg	sd.state[2]	sd.state[0]	1
setup / recovery	sd.state[1]	unlock	3
-- layout by cell type (no fill, tap or decap), types with 2 or more instances in the layout --
master / count
nor2_1: 4
clkbuf_4: 3
inv_1: 2
o22ai_1: 2
dfxtp_1: 4
clkdlybuf4s50_1: 5
nor2b_1: 2
-- critical path, stage by stage (launching register included) --
cell and delay, ns:
dfxtp_1 0.53, nand2_1 0.10, nor2_1 0.09, clkdlybuf4s50_1 0.46
Power and IR drop assume default switching activity.
